<file path="./run.sh">
#!/bin/bash
# OpenROAD 26Q1-2900-gdf79404cd8, Yosys 0.63+post, stock flow scripts
make -C /OpenROAD-flow-scripts/flow DESIGN_CONFIG=/design/flow/config.mk WORK_HOME=/design/flow/orfs finish
</file>
<file path="./config.mk">
export PLATFORM = sky130hd
export DESIGN_NAME = four_bank_mem
export DESIGN_NICKNAME = four_bank_mem
export VERILOG_FILES = /design/flow/design.v
export SDC_FILE = /design/flow/constraint.sdc
export NUM_CORES = 4
export LEC_CHECK = 1
export CORE_UTILIZATION = 50
</file>
<file path="./constraint.sdc">
current_design four_bank_mem

set clk_period 23.7
set clk_io_pct 0.2

create_clock -name clk0 -period $clk_period [get_ports {clk}]

set non_clock_inputs [all_inputs -no_clocks]
set_input_delay [expr $clk_period * $clk_io_pct] -clock clk0 $non_clock_inputs
set_output_delay [expr $clk_period * $clk_io_pct] -clock clk0 [all_outputs]
</file>
<file path="./design.v">
module dff (q, d, clk, rst);
    output         q;
    input          d;
    input          clk;
    input          rst;
    reg            state;
    assign #(1) q = state;
    always @(posedge clk) begin
      state = rst? 0 : d;
    end
endmodule
module final_memory (
    output [15:0] data_out,
    output        err,
    input  [15:0] data_in,
    input  [12:0] addr,
    input         wr,
    input         rd,
    input         enable,
    input         create_dump,
    input   [1:0] bank_id,
    input         clk,
    input         rst
);
    reg     [7:0]  mem [0:32];
    reg            loaded;
    reg     [15:0] largest;
    wire [13:0] addr_1c;
    wire [15:0] data_in_1c;
    integer        mcd;
    integer        largeout;
    integer        i;
    assign rd0 = rd & ~wr & enable & ~rst;
    assign wr0 = ~rd & wr & enable & ~rst;
    dff ff0 (rd1, rd0, clk, rst);
    dff ff1 (wr1, wr0, clk, rst);
    dff reg0 [12:0] (addr_1c[12:0], addr, clk, rst);
    dff reg1 [15:0] (data_in_1c, data_in, clk, rst);
    assign addr_1c[13]=1'b0;
    wire [15:0] data_out_1c = rd1 ? {mem[addr_1c<<1], mem[(addr_1c<<1)+1]} : 0;
    dff reg2 [15:0] (data_out, data_out_1c, clk, rst);
    dff ff2 (rd2, rd1, clk, rst);
    dff ff3 (wr2, wr1, clk, rst);
    dff ff4 (rd3, rd2, clk, rst);
    dff ff5 (wr3, wr2, clk, rst);
    assign busy = rd1 | rd2 | rd3 | wr1 | wr2 | wr3;
    assign err = ((rd0 | wr0) & busy)
               | (rd & wr & enable & ~rst);
    initial begin
      loaded = 0;
      largest = 1;
    end
    always @(posedge clk) begin
      if (rst) begin
      end
      else begin
        if (wr1) begin
          mem[addr_1c<<1] = data_in_1c[15:8];        
          mem[(addr_1c<<1)+1] = data_in_1c[7:0];
        end
      end
    end
endmodule   
module four_bank_mem (
    input         clk,
    input         rst,
    input         createdump,
    input  [15:0] addr,
    input  [15:0] data_in,
    input         wr,
    input         rd,               
    output [15:0] data_out,
    output        stall,
    output [3:0]  busy,
    output        err
);
wire [15:0] data0_out, data1_out, data2_out, data3_out;
assign sel0 = (addr[2:1] == 2'd0);
assign sel1 = (addr[2:1] == 2'd1);
assign sel2 = (addr[2:1] == 2'd2);
assign sel3 = (addr[2:1] == 2'd3);
wire [3:0] en;
assign en[0] = sel0 & ~busy[0] & (wr | rd);
assign en[1] = sel1 & ~busy[1] & (wr | rd);
assign en[2] = sel2 & ~busy[2] & (wr | rd);
assign en[3] = sel3 & ~busy[3] & (wr | rd);
assign stall = (wr | rd) & ~rst & ( (sel0 & busy[0])
                                   |(sel1 & busy[1])
                                   |(sel2 & busy[2])
                                   |(sel3 & busy[3]) );
final_memory m0 (data0_out, err0, data_in, addr[15:3], wr, rd, en[0],
             createdump, 2'd0, clk, rst);
final_memory m1 (data1_out, err1, data_in, addr[15:3], wr, rd, en[1],
             createdump, 2'd1, clk, rst);
final_memory m2 (data2_out, err2, data_in, addr[15:3], wr, rd, en[2],
             createdump, 2'd2, clk, rst);
final_memory m3 (data3_out, err3, data_in, addr[15:3], wr, rd, en[3],
             createdump, 2'd3, clk, rst);
assign data_out = data0_out | data1_out | data2_out | data3_out;
assign err = (wr | rd) & (err0 | err1 | err2 | err3 | addr[0]==1);  
wire [3:0] bsy0, bsy1, bsy2;
dff b0 [3:0] (bsy0, en,    clk, rst);
dff b1 [3:0] (bsy1, bsy0, clk, rst);
dff b2 [3:0] (bsy2, bsy1, clk, rst);
assign busy = bsy0 | bsy1 | bsy2;
endmodule
</file>
==> flow_summary.html <==
<h2>Implementation results</h2>
<table>
<tr><th>Metric</th><th>Value</th></tr>
<tr><th colspan="2">Run status</th></tr>
<tr><td>Run status</td><td>finished clean</td></tr>
<tr><th colspan="2">Synthesis</th></tr>
<tr><td>Netlist cell types</td><td>35</td></tr>
<tr><td>Seq share, synth</td><td>between 70% and 80%</td></tr>
<tr><td>Yosys warns</td><td>19</td></tr>
<tr><td>Per-instance average area after synthesis</td><td>around 19 µm²</td></tr>
<tr><td>Post-synthesis cell count from yosys</td><td>2328</td></tr>
<tr><td>Cell type with the largest total area</td><td>edfxtp_1</td></tr>
<tr><td>Cells after synthesis</td><td>2328</td></tr>
<tr><td>Leading register cell type out of synthesis</td><td>edfxtp_1</td></tr>
<tr><td>Mapped Area</td><td>43910 µm²</td></tr>
<tr><td>Post-synth EDFFs</td><td>1056</td></tr>
<tr><td>Cell types with the largest area share after synthesis</td><td>edfxtp_1 72%, mux2i_1 7.3%, mux4_2 6.6%</td></tr>
<tr><td>Chip area line of the yosys report</td><td>between 40000 and 50000 µm²</td></tr>
<tr><td>Post-synth ARST share</td><td>0%</td></tr>
<tr><td>Ys flops</td><td>1177</td></tr>
<tr><td>Share of Yosys cell area claimed by the top area cell type</td><td>between 70 and 80%</td></tr>
<tr><th colspan="2">STA</th></tr>
<tr><td>Final worst-path cycle share</td><td>approximately half</td></tr>
<tr><td>Max-Slew Margin vs Limit</td><td>35.97%</td></tr>
<tr><td>Number of pins exceeding their max-slew limit in the final report</td><td>0</td></tr>
<tr><td>RSZ-0062 raised after global routing</td><td>no</td></tr>
<tr><td>Aggregate negative setup slack</td><td>0 ns</td></tr>
<tr><td>Final Setup Violations</td><td>0</td></tr>
<tr><td>Final Skew</td><td>0.02867 ns</td></tr>
<tr><td>Final period demand of the worst path</td><td>between 10 and 15 ns</td></tr>
<tr><td>Highest clock frequency the design can meet</td><td>~87 MHz</td></tr>
<tr><td>Slew at the pin closest to its max-slew limit</td><td>between 0.9 and 1 ns</td></tr>
<tr><td>Final worst-path setup slack</td><td>12.15 ns</td></tr>
<tr><td>Final Hold Violating Endpoints</td><td>0</td></tr>
<tr><th colspan="2">Setup path</th></tr>
<tr><td>Required time reported for the critical path endpoint</td><td>18.96 ns</td></tr>
<tr><td>Cell breakdown of the critical path</td><td>buf_2 &gt; buf_4 &gt; nand2b_1 &gt; o32ai_1 &gt; o41a_1 &gt; clkdlybuf4s50_1</td></tr>
<tr><td>Crit Path Max Fanout</td><td>~45</td></tr>
<tr><td>Data arrival time of the critical path</td><td>about 6.8 ns</td></tr>
<tr><td>Category of the worst setup path launch point</td><td>input pin</td></tr>
<tr><td>Crit path kind</td><td>in2out</td></tr>
<tr><td>Delay of the slowest critical-path stage</td><td>around 0.48 ns</td></tr>
<tr><td>Worst path slowest cell</td><td>buf_4</td></tr>
<tr><td>Type of element capturing the critical path</td><td>primary output</td></tr>
<tr><th colspan="2">GRT</th></tr>
<tr><td>Remaining Overflow, GRT</td><td>0</td></tr>
<tr><td>Antenna violations before repair</td><td>0</td></tr>
<tr><td>Vias in the first global route</td><td>around 23000</td></tr>
<tr><td>Tot GR Track Use</td><td>25.40%</td></tr>
<tr><td>Global-route wire length before repair</td><td>about 150000 µm</td></tr>
<tr><td>Maximum number of pins on one net before global-route repair</td><td>roughly 69</td></tr>
<tr><th colspan="2">Power</th></tr>
<tr><td>Power, Total</td><td>~0.0042 W</td></tr>
<tr><td>Leakage</td><td>approximately 16 nW</td></tr>
<tr><td>Power density normalized to cell area</td><td>roughly 83 nW/µm²</td></tr>
<tr><td>Worst VDD drop</td><td>between 0.06 and 0.07 mV</td></tr>
<tr><th colspan="2">Final layout</th></tr>
<tr><td>Number of standard cells in the final layout excluding fillers</td><td>~3700</td></tr>
<tr><td>Synth-to-layout area growth</td><td>13.34%</td></tr>
<tr><td>Layout Utilization</td><td>a little under three fifths</td></tr>
<tr><td>Proportion of layout cells with a drive suffix above 1</td><td>16.65%</td></tr>
<tr><td>Filler cell count</td><td>6171</td></tr>
<tr><th colspan="2">Route</th></tr>
<tr><td>DRC violation total after the first TritonRoute iteration</td><td>approximately 1300</td></tr>
<tr><td>Pre-Repair DR Iteration Count</td><td>6</td></tr>
<tr><td>Vias after detailed routing</td><td>roughly 21000</td></tr>
<tr><td>Wire per inst</td><td>around 27 µm</td></tr>
<tr><td>Number of nets with antenna violations after routing</td><td>0</td></tr>
<tr><td>Wirelength, routed</td><td>99120 µm</td></tr>
<tr><td>Vias per cell</td><td>5.759</td></tr>
<tr><td>DR DRC count</td><td>0</td></tr>
<tr><th colspan="2">Clocking</th></tr>
<tr><td>Clock buffer count from CTS</td><td>114</td></tr>
<tr><td>Clock tree from TritonCTS</td><td>yes</td></tr>
<tr><td>Buffer type at the clock tree root</td><td>clkbuf_16</td></tr>
<tr><td>Number of cells upsized or downsized after cts</td><td>0</td></tr>
<tr><td>Insertion delay of the later-clocked pin in the worst-skew pair</td><td>about 0.7 ns</td></tr>
<tr><td>Post CTS Setup Buffer Count</td><td>0</td></tr>
<tr><td>Sinks on Clock Net</td><td>~1200</td></tr>
<tr><td>H-tree levels</td><td>3</td></tr>
<tr><td>Longest Clk Path Bufs</td><td>3</td></tr>
<tr><td>Hold Buf Count CTS</td><td>0</td></tr>
<tr><td>Clock transition at the registers of the reported paths</td><td>0.06 ns</td></tr>
<tr><th colspan="2">Placed design</th></tr>
<tr><td>Number of buffers added on ports</td><td>49</td></tr>
<tr><td>Placed Cells incl. Taps</td><td>~3500</td></tr>
<tr><td>Placer Congestion</td><td>0.8719</td></tr>
<tr><td>DP Wirelength</td><td>about 57000 µm</td></tr>
<tr><td>Worst setup timing slack at the placement stage</td><td>between 10 and 15 ns</td></tr>
<tr><th colspan="2">Die</th></tr>
<tr><td>Die width</td><td>about 300 µm</td></tr>
<tr><td>I/O pin count</td><td>59</td></tr>
<tr><td>Overall chip area</td><td>approximately 90000 µm²</td></tr>
<tr><td>Starting Density</td><td>50.53%</td></tr>
<tr><td>Die Ht</td><td>~300 µm</td></tr>
<tr><td>Number of cell rows</td><td>about 110</td></tr>
<tr><td>Area of the core</td><td>86890 µm²</td></tr>
<tr><th colspan="2">Min path</th></tr>
<tr><td>Worst hold path class</td><td>reg2reg</td></tr>
<tr><th colspan="2">Job</th></tr>
<tr><td>Number of maximum-capacitance violations</td><td>0</td></tr>
<tr><td>Number of warning messages in the logs</td><td>35</td></tr>
</table>
## worst max-delay path, delay by kind of cell
kind,cells,cell delay (ns)
AND-OR/OR-AND,2,0.46
buffers and inverters,3,1.28
AND/OR/NAND/NOR,1,0.29
## layout by cell type, fill, tap and decap left out, types with 5 or more instances in the layout
cell type,Yosys,final
clkbuf_1,34,30
mux4_2,129,129
mux2i_1,320,320
dfxtp_2,0,16
a22oi_1,64,64
nand2b_1,5,5
clkinvlp_4,0,5
buf_4,12,111
inv_1,5,5
nand3_1,102,102
clkdlybuf4s50_1,0,48
dfxtp_1,121,102
nand2_1,114,114
o22ai_1,32,32
clkinv_2,0,22
nor2b_1,49,47
nor3_1,6,6
nor3b_1,5,5
bufinv_16,0,5
a21oi_1,64,64
clkbuf_16,0,119
or4_1,19,19
clkbuf_8,0,7
clkinv_1,0,22
and2_1,6,5
edfxtp_1,1056,1056
nor2_1,78,78
## area by class of cell
type / instances / area [µm²] / share of cell area [%]
sequential: 1177 / 34160 / 68.65
timing repair buffer: 160 / 1319 / 2.650
clock inverter: 58 / 441.7 / 0.8875
multi-input combinational: 1020 / 9184 / 18.45
clock buffer: 156 / 3187 / 6.404
antenna: 2 / 5.005 / 0.01006
inverter: 5 / 18.77 / 0.03771
tap: 1155 / 1445 / 2.904
## synth_stat cells, drive strengths merged (4+ instances only)
master / number
nand2b: 5
nor2: 79
or4: 20
nor2b: 49
mux2i: 320
a21oi: 64
and2: 6
edfxtp: 1056
nor4: 5
a22oi: 64
o22ai: 32
clkbuf: 34
nand4bb: 4
dfxtp: 121
nand3: 102
nor3: 6
nor3b: 5
mux4: 129
inv: 5
buf: 92
or4b: 4
nand2: 114
## flip-flops by register name, indices dropped and copies added, names as in the netlist, 4 cells and up
signal / cells
m0.mem: 264
m1.mem: 264
m2.mem: 264
m3.mem: 264
m0.reg2.state: 16
m1.reg2.state: 16
m2.reg2.state: 16
m3.reg2.state: 16
m2.reg1.state: 15
m2.reg0.state: 5
b0.state: 4
b1.state: 4
b2.state: 4
## power breakdown
part / leakage (nW) / internal (W) / total (W) / switching, W
clock: 1.77 / 0.000993 / 0.00174 / 0.000743
combinational: 3.79 / 0.0000543 / 0.000146 / 0.0000921
sequential: 10.6 / 0.00226 / 0.00227 / 0.00000962
## metal layers
metal / track usage, % / wire length (µm)
met1: 36.18 / 35470
met2: 35.94 / 45980
met3: 16.89 / 14930
met4: 5.641 / 2738
met5: 0 / 0
## path summary, 6_finish.rpt
path | from | end | slack, ns | cells after the start
hold / removal | m1.mem[32][3] | m1.reg2[11].state | 0.45 | 2
hold reg to reg | m1.mem[32][3] | m1.reg2[11].state | 0.45 | 2
setup reg to reg | m2.reg0[1].state | m0.reg2[0].state | 20.02 | 6
setup / recovery | rst | err | 12.15 | 6
## kinds of logic after synthesis
kind of cell    share of synthesized area, %
flops                                  77.74
mux                                    13.91
simple gates                           4.631
compound gates                         2.325
buf+inv                                1.391
## through the flow
stage                     cell area [µm²]  hold WS [ns]
final                               49760        0.4511
after global placement              46130        0.4323
after detailed placement            46130        0.4307
after CTS                           49760        0.4515
after floorplan                     43910        0.4182
after global routing                49760        0.4708
No activity file was given, so power comes from the tool's default toggle rates.
