==> flow/config.mk <==
export PLATFORM = sky130hd
export DESIGN_NAME = memv
export DESIGN_NICKNAME = memv
export VERILOG_FILES = /design/flow/design.v
export SDC_FILE = /design/flow/constraint.sdc
export NUM_CORES = 4
export LEC_CHECK = 1
export CORE_UTILIZATION = 40
==> flow/constraint.sdc <==
current_design memv

set clk_period 4.2
set clk_io_pct 0.2

create_clock -name clk0 -period $clk_period [get_ports {clk}]

set non_clock_inputs [all_inputs -no_clocks]
set_input_delay [expr $clk_period * $clk_io_pct] -clock clk0 $non_clock_inputs
set_output_delay [expr $clk_period * $clk_io_pct] -clock clk0 [all_outputs]
==> flow/design.v <==
module memv (data_out, addr, data_in, write, clk, rst, createdump, file_id);
   output data_out;
   input [7:0] addr;
   input       data_in;
   input       write;
   input       clk;
   input       rst;
   input       createdump;
   input [4:0] file_id;
   reg         mem [0:255];
   integer     mcd;
   integer     i;
   assign      data_out = (write | rst)? 0 : mem[addr];
   always @(posedge clk) begin
      if (rst) begin
      end
      if (!rst && write) mem[addr] = data_in;
   end
endmodule
==> flow/run.sh <==
#!/bin/bash
# OpenROAD 26Q1-2900-gdf79404cd8, Yosys 0.63+post, stock flow scripts
make -C /OpenROAD-flow-scripts/flow DESIGN_CONFIG=/design/flow/config.mk WORK_HOME=/design/flow/orfs finish
==> summary.txt <==
The flow run is done. Summing all non-filler instances in the final layout gives an area of 13400 sq um. Layout cell share with drive strength beyond 1 landed at 24.2%. The run finished with clean final reports.

For reference, the top cells by area after synthesis are sky130_fd_sc_hd__edfxtp_1 68%, sky130_fd_sc_hd__mux4_2 13%, sky130_fd_sc_hd__nor2_1 8.9%. Total clock buffers created by CTS landed at 27. Count of buffers from port buffering landed at 12.

Required time of the critical path landed at 3.36 ns. By count the netlist is led by 267 x sky130_fd_sc_hd__nor2_1, 256 x sky130_fd_sc_hd__edfxtp_1, 63 x sky130_fd_sc_hd__mux4_2, 46 x sky130_fd_sc_hd__clkbuf_1. The die is 170 microns wide.

Post-synth tally of flip-flops with integrated enable landed at 256. Area share of the largest cell type after synthesis landed at 68.0%. Deepest clock path buffer count landed at 3. The critical path is of the input pin to output pin type. sky130_fd_sc_hd__edfxtp_1 takes more of the synthesized area than any other cell. Final core area utilization landed at 48.1%.

Clock period minus final worst setup slack landed at 4.09 ns. Hold violation total from the final report landed at 0. Clock transition at the register clock pins on the worst setup and hold paths after CTS landed at 0.06 ns. From the final report, the count of setup violators was given as 0. The routed design ends up with an antenna cell count of 0. The cell sitting at the root of the clock tree is a sky130_fd_sc_hd__clkbuf_16. STA classifies the critical path startpoint as an input pin. Chip area line of the yosys report landed at 11300 sq um.

Number of nets still failing antenna checks after routing landed at 0. The power report puts the leakage power at 4.10 nW. In this run the maximum-capacitance check reported violations numbering 0. Global routing used 20.3% of the available tracks. Per the CTS log, the maximum H-tree level is 1. Hold buffer count at CTS landed at 0. Static timing analysis puts the maximum clock frequency at 245 MHz.

Total overflow reported by the global router landed at 0. In this run the most critical hold path is launched from data_in. Number of different library cells in the post-synthesis netlist landed at 39. The path class of the tightest hold or removal check is input pin to register.

Looking at the cell usage after synthesis, the top flip-flop cell is sky130_fd_sc_hd__edfxtp_1. The vertical die dimension reported for this design is 170 microns. Vias per cell landed at 5.37. In this run the layout overhead on the synthesized area is reported as 18.1%.

Across all stage logs, warnings added up to 33. Total power per unit cell area landed at 403 nW/um^2. After detailed routing, the number of remaining DRC violations is 0.

Number of max-slew violations in the final report landed at 0. The worst-case IR drop observed on VDD is 278 uV. Before placement the cells fill 40.7% of the core.

Routability-driven placement finished with a final weighted congestion of 0.871. Detailed router's first-iteration violation count landed at 624. Fraction of registers with async set/reset landed at 0%.

The endpoint of the worst hold path is reported as mem[77]$_DFFE_PP_. Per Yosys stat, the portion of area used by sequential elements is 68.0%. Detailed-router iteration count before antenna repair landed at 4.

The register with the most flip-flops in the layout has 256 of them. The final layout contains routed wiring with a total length of 26100 microns. The number of antenna violations at the first check in global routing was 0. The worst setup path is captured at an output pin. Number of global-route vias before repair landed at 6917. The pin closest to its max-slew limit shows a slew of 0.840 ns.

Yosys instantiated no cell more often than sky130_fd_sc_hd__nor2_1. In this run the cell area of the synthesized design comes to 11300 sq um. First-pass GRT wire length landed at 39800 microns. Post-route clock period utilization landed at 97.3%. Total die area landed at 29000 sq um. In the final routed layout, each cell accounts on average for 20.7 microns. Number of placement rows landed at 61. Total I/O pin count landed at 19.

TritonCTS built the clock tree. Total number of yosys warnings landed at 1. Worst relative slew slack landed at 43.8%.

Number of inserted filler cells in the final layout landed at 2397. Synthesized flop and latch total landed at 256. Pin count of the biggest net entering global routing landed at 183.

In this run the cell area measured after placement is 12300 sq um. Data on the critical path arrives at its endpoint at 3.25 ns. Number of clock sinks landed at 256.

The detailed router placed 6771 vias in this run. HPWL after detailed placement landed at 16700 microns. Of all nets on the critical path, the largest fanout is 8. Hold-critical path depth landed at 1.

Total core area landed at 27800 sq um. Synthesis handed over a netlist of 798 instances. In this run the mean area of a mapped cell was 14.2 sq um. After synthesis, the design contains 798 cells according to Yosys.
worst max-delay path, cell delays in order:
cell                              delay (ns)
sky130_fd_sc_hd__clkdlybuf4s50_1        0.47
sky130_fd_sc_hd__buf_6                  0.15
sky130_fd_sc_hd__buf_4                  0.15
sky130_fd_sc_hd__mux2_2                 0.34
sky130_fd_sc_hd__o22ai_2                0.13
sky130_fd_sc_hd__nand2_1                0.08
sky130_fd_sc_hd__a221oi_2               0.27
sky130_fd_sc_hd__buf_4                  0.17
sky130_fd_sc_hd__o31a_1                 0.20
sky130_fd_sc_hd__nor4_2                 0.05
sky130_fd_sc_hd__clkdlybuf4s50_1        0.39
power breakdown:
| group | internal (W) | switching, W |
|---|---|---|
| clock network | 0.00129 | 0.000901 |
| logic | 0.000164 | 0.000207 |
| registers | 0.00281 | 0.000000611 |
logic make-up (layout without fill, tap and decap cells):
| kind of cell | count (synthesis) | after routing | share of synthesized area, % |
|---|---|---|---|
| and+or+nand+nor | 354 | 354 | 12.7 |
| DFF | 256 | 256 | 68.0 |
| muxes | 81 | 81 | 14.2 |
| buffers and inverters | 70 | 155 | 2.80 |
| AOI/OAI and AO/OA | 37 | 37 | 2.34 |
placed cells by master, fill, tap and decap left out, types with 2 or more instances in the layout:
master and count:
sky130_fd_sc_hd__nand2b_4 2, sky130_fd_sc_hd__buf_16 2, sky130_fd_sc_hd__clkbuf_1 9, sky130_fd_sc_hd__o22ai_1 6, sky130_fd_sc_hd__nand4_1 9, sky130_fd_sc_hd__o22a_1 4, sky130_fd_sc_hd__nor3_2 3, sky130_fd_sc_hd__mux2i_2 2
sky130_fd_sc_hd__buf_12 9, sky130_fd_sc_hd__a21oi_2 3, sky130_fd_sc_hd__a22oi_1 3, sky130_fd_sc_hd__o311ai_0 3, sky130_fd_sc_hd__edfxtp_1 256, sky130_fd_sc_hd__nor2_1 267, sky130_fd_sc_hd__nand3_1 26, sky130_fd_sc_hd__buf_4 83
sky130_fd_sc_hd__clkbuf_16 27, sky130_fd_sc_hd__buf_6 3, sky130_fd_sc_hd__mux2_2 2, sky130_fd_sc_hd__clkinv_1 7, sky130_fd_sc_hd__clkdlybuf4s50_1 7, sky130_fd_sc_hd__inv_1 2, sky130_fd_sc_hd__nor3_1 2, sky130_fd_sc_hd__mux2i_1 13
sky130_fd_sc_hd__a21oi_1 6, sky130_fd_sc_hd__nor2b_1 9, sky130_fd_sc_hd__o22ai_2 3, sky130_fd_sc_hd__mux4_2 63, sky130_fd_sc_hd__nand2_1 27, sky130_fd_sc_hd__bufinv_16 2
worst max path at each step:
stage | from | to | slack (ns) | depth (start not counted)
4_1_cts | addr[4] | data_out | 0.03 | 11
5_1_grt | addr[0] | data_out | -0.01 | 12
6_report | addr[4] | data_out | 0.11 | 11
cell type report:
cell class                 count  area (sq um)  area share (%)
tap                          378           473            3.54
clock buffer                  36           709            5.31
sequential                   256          7690            57.6
clock inverter                 9          87.6           0.656
timing repair buffer         107           983            7.36
inverter                       3          11.3          0.0843
multi-input combinational    472          3400            25.5
metal layers:
layer | vias to the layer above | share of wire [%] | track usage (%)
met5 | - | 0 | 0
met3 | 52 | 11 | 8.88
met1 | 3376 | 39 | 29.0
met2 | 247 | 47 | 30.9
met4 | 0 | 3.2 | 5.09
li1 | 3096 | - | -
timing repair:
item	in CTS	in global routing
endpoints found under the setup margin	1	1
setup buffers	0	19
pin swaps	0	6
resized	8	19
through the flow:
stage	hold WS [ns]	total power [W]	instances	setup slack (ns)	TNS, ns
2_1_floorplan	0.939	0.00306	798	0.708	0
5_1_grt	0.783	0.00554	1261	-0.0100	-0.0100
4_1_cts	0.769	0.00539	1242	0.0288	0
3_3_place_gp	1.32	0.00321	1197	-0.358	-0.358
6_report	0.777	0.00538	1261	0.115	0
3_5_place_dp	1.32	0.00321	1197	-0.343	-0.343
Power figures rest on the tool's default switching activity, not on a simulated workload.
